[run.sh]
#!/bin/bash
# OpenROAD 26Q1-2900-gdf79404cd8, Yosys 0.63+post, stock flow scripts
make -C /OpenROAD-flow-scripts/flow DESIGN_CONFIG=/design/flow/config.mk WORK_HOME=/design/flow/orfs finish
[config.mk]
export PLATFORM = sky130hd
export DESIGN_NAME = fsm_controller
export DESIGN_NICKNAME = fsm_controller
export VERILOG_FILES = /design/flow/design.v
export SDC_FILE = /design/flow/constraint.sdc
export NUM_CORES = 4
export LEC_CHECK = 1
export CORE_AREA = 10 10 70 70
export DIE_AREA = 0 0 80 80
[constraint.sdc]
current_design fsm_controller

set clk_period 1.7
set clk_io_pct 0.2

create_clock -name clk0 -period $clk_period [get_ports {HCLK}]

set non_clock_inputs [all_inputs -no_clocks]
set_input_delay [expr $clk_period * $clk_io_pct] -clock clk0 $non_clock_inputs
set_output_delay [expr $clk_period * $clk_io_pct] -clock clk0 [all_outputs]
[design.v]
module fsm_controller #(
    parameter START_UP_DELAY = 100,
    parameter HSYNC_DELAY = 160,
    parameter WIDTH = 240
)(
    input wire HCLK,
    input wire HRESETn,
    input wire [31:0] ctrl_vsync_cnt,
    input wire [31:0] ctrl_hsync_cnt,
    input wire [31:0] col,
    input wire ctrl_done,
    output reg [1:0] nstate
);
reg [1:0] cstate;
parameter ST_IDLE  = 2'b00;
parameter ST_VSYNC = 2'b01;
parameter ST_HSYNC = 2'b10;
parameter ST_DATA  = 2'b11;
always @(posedge HCLK or negedge HRESETn) begin
    if (!HRESETn)
        cstate <= ST_IDLE;
    else
        cstate <= nstate;
end
always @(*) begin
    case (cstate)
        ST_IDLE:
            nstate = ST_VSYNC;
        ST_VSYNC: begin
            if (ctrl_vsync_cnt >= START_UP_DELAY)
                nstate = ST_HSYNC;
            else
                nstate = ST_VSYNC;
        end
        ST_HSYNC: begin
            if (ctrl_hsync_cnt >= HSYNC_DELAY)
                nstate = ST_DATA;
            else
                nstate = ST_HSYNC;
        end
        ST_DATA: begin
            if (ctrl_done)
                nstate = ST_IDLE;
            else if (col == WIDTH - 2)
                nstate = ST_HSYNC;
            else
                nstate = ST_DATA;
        end
        default: nstate = ST_IDLE;
    endcase
end
endmodule
==> results.cfg <==
; physical design summary
[clock_tree]
clock_latency_ps = 230
tritoncts = yes
worst_setup_hold_path_clk_slew_ps = 30
numClockSinks = 2
number_of_buffers_between_clock_root_and_the_deepest_sink = 2
cts_hold_buf = 0
number_of_clock_buffers_inserted_by_tritoncts = 3
clk_root_buffer_cell = clkbuf_4
cts-htree-levels = 1

[synthesis]
seq_area_frac_synth_pct = 15.63
top_logic_cell_family_in_the_synthesized_netlist = simple AND/OR/NAND/NOR gates
synth.top_cells.by_count = 11 x nor4_1, 4 x nand2_1, 4 x nand4_1
yosysChipArea_um2 = 320.3
netlist.area_leader.share_pct = 21.48
synthesis.area_per_instance_um2 = 7.626
synthesis.area_um2 = 320.3
synth.cellmix.xorXnorShare_pct = 0
synthDominantAreaCellType = nor4_1
synth-cells-yosys = 42
synth_flops = 2
synthDistinctLibCells = 21
synthFlopType = dfrtp_1
post-synth-top-count-cell = nor4_1
postSynthCellCount = 42
enable_flop_cells = 0
area_leaders = nor4_1 21%, dfrtp_1 16%, nor4_2 12%
mux_area_share_pct = 0
synth-warning-count = 1
yosys.area_share.aoi_pct = 17.58
synth_simple_gate_area_share_pct = 65.63
async_flop_share_pct = 100.0
adder_and_majority_cell_fraction_of_the_synthesized_area_pct = 0

[setup_path]
startpoint_kind_of_the_worst_setup_timing_path = input pin
cp_slowest_cell = o311a_1
endpoint_kind = output port
worst-endpoint-required_ps = 1360
cp_cell_sequence = buf_2, nor4_1, nand3_1, o311a_1, buf_4, a21oi_2, buf_2
setup_cp_type = input pin to output port
timing.critical_path.slowest_cell_delay_ps = 370
cp_max_fo = 2
critPathArrivalTime_ps = 1550
critPathMostFrequentCell = buf_2

[route]
drtPass1Iterations = 2
postRouteWirelength_mm = 3.087
routed-via-count = 751
antenna-diode-count = 0
route.detailed.drc = 0
drt_iter0_markers = 1
postRouteAntennaNets = 0
vias_per_cell = 4.038
avgRoutedWirePerCell_um = 16.60

[sta]
period_needed_ps = 1889
final.setup.tns_ps = -295.2
report.final.slew_viol_count = 0
setup_slack_ps = -188.7
final_min_period_over_clock_period_pct = 111.1
rsz0062_at_grt = true
fmax_mhz = 529.5
timing.clock.skew_ps = 4.348
max_slew.worst_pin.slew_ps = 231.5
setup_viol_count_final = 2
slew-limit-headroom_pct = 84.47
whs_ps = 276.7
report.final.hold_viol_count = 0

[die]
fp_util_pct = 9.377
die.size.x_um = 80
chip_area_um2 = 6400
die.size.y_um = 80
fp.coreArea_um2 = 3416
core.rowCount = 21
io_pins = 101

[finish]
largest_registers = cstate (2)
regMostFlops = cstate
area_overhead_of_the_layout_relative_to_synthesis_pct = 320.7
final_non_filler_cell_total = 186
fraction_of_layout_cells_with_a_size_suffix_above_1_pct = 32.86
largest_register_ffs = 2

[place]
place.detailed.instances = 182
gp_congestion = 0.8470
sum_of_net_half_perimeters_after_detailed_placement_mm = 2.825
port-buffer-count = 93

[grt]
grtUsageTotal_pct = 8.769
grt-ovfl-total = 0
antenna_found_initial = 0
first_global_vias = 864
grt_max_degree = 5
wire_length_of_the_first_global_routing_pass_mm = 4.505

[power_and_ir_drop]
power.ir.vdd_worst_mv = 0.1979
share_comb_of_total_power_pct = 65.9
intPower_w = 0.0004118
seqPwrFrac_pct = 15.5
leakagePower_nw = 0.5539
total_switching_power_w = 0.0001748
p_clk_share_pct = 18.6
design_power_total_w = 0.0005865
power_density_nw_per_um2 = 435.3
switching_portion_of_total_power_pct = 29.80

[job]
warnings = 34
max_cap_viol_count = 0

[min_path]
timing.hold.worst.class = input pin to async pin

[outcome]
status = finished with violations
failed_checks = negative setup slack
==> area by class of cell <==
cell class,count,area [um^2]
fillers,340,2068
inverters,1,3.754
well taps,46,57.56
repair buffers,95,832.0
clock buffers,3,22.52
flip-flops and latches,2,50.05
multi-input cells,39,381.6
==> layout by cell type, fill, tap and decap left out <==
master,netlist,layout
o311a_1,1,1
buf_6,0,5
nand4_1,4,4
nor2b_1,1,1
nor4b_4,0,1
o21ai_1,0,1
buf_4,0,2
nor4_4,0,1
o311ai_4,0,1
nor2_1,1,1
clkbuf_4,0,3
nand2_1,4,4
nor4_2,3,9
clkdlybuf4s15_1,0,4
nor3_1,1,1
dlygate4sd2_1,0,28
a211oi_2,0,1
o31ai_2,0,1
and4b_1,1,1
clkbuf_2,0,2
or3_1,1,1
nor4bb_2,0,1
o21ai_2,0,1
nor4b_2,0,1
buf_2,0,16
dlymetal6s2s_1,0,2
inv_1,1,1
clkdlybuf4s50_1,0,36
dfrtp_1,2,2
nand3_1,1,1
a21o_1,1,1
a21oi_2,0,1
nor4_1,11,4
==> what timing repair did <==
item	in CTS	in global routing
buffers inserted	1	0
pin swaps	26	9
gates resized	127	15
setup endpoints to repair	2	2
cloned	0	0
==> kinds of logic (layout without fill, tap and decap cells) <==
logic type / after synthesis / count (layout)
AOI/OAI and AO/OA: 8 / 8
buffers and inverters: 1 / 99
DFF: 2 / 2
and+or+nand+nor: 31 / 31
==> final timing paths <==
kind | start | end | slack [ps] | cells after the start
setup / recovery | ctrl_vsync_cnt[16] | nstate[0] | -190 | 7
hold reg to reg | cstate[1]$_DFF_PN0_ | cstate[1]$_DFF_PN0_ | 610 | 2
setup reg to reg | cstate[1]$_DFF_PN0_ | cstate[0]$_DFF_PN0_ | 580 | 4
min in group clk0 | ctrl_vsync_cnt[27] | cstate[1]$_DFF_PN0_ | 580 | 4
hold / removal | HRESETn | cstate[1]$_DFF_PN0_ | 280 | 1
max in group asynchronous | HRESETn | cstate[0]$_DFF_PN0_ | 1300 | 1
==> worst max-delay path, delay by kind of cell <==
| family | cells | cell delay (ps) |
|---|---|---|
| AOI/OAI and AO/OA | 2 | 480 |
| buffers and inverters | 3 | 360 |
| and+or+nand+nor | 2 | 360 |
==> metrics by stage <==
step | util, % | area (um^2) | setup WS (ps)
final | 39.45 | 1348 | -188.7
after CTS | 38.46 | 1314 | -208.8
after floorplan | - | 320.3 | 169.9
after detailed placement | 38.53 | 1316 | -918.8
after global routing | 39.45 | 1348 | -283.0
after global placement | 38.53 | 1316 | -891.6
==> power by group through the flow <==
stage | combinational (W) | clock (W) | sequential (W)
4_1_cts | 0.000386 | 0.000115 | 0.0000915
5_1_grt | 0.000422 | 0.000122 | 0.0000950
6_report | 0.000386 | 0.000109 | 0.0000908
==> routing by layer <==
metal	GRT usage [%]	part of all wire, %	vias to the layer above
met5	0	0	-
met4	1.937	2.2	0
met3	2.159	7.7	6
met2	16.21	53	36
met1	9.748	37	325
li1	-	-	384
Power and IR drop assume default switching activity.
